`flow/config.mk`:
```
export PLATFORM = sky130hd
export DESIGN_NAME = inst_decode
export DESIGN_NICKNAME = inst_decode
export VERILOG_FILES = /design/flow/design.v
export SDC_FILE = /design/flow/constraint.sdc
export NUM_CORES = 4
export LEC_CHECK = 1
export CORE_AREA = 10 10 76 76
export DIE_AREA = 0 0 86 86
```
`flow/constraint.sdc`:
```
current_design inst_decode

set clk_period 2.7
set clk_io_pct 0.2

create_clock -name clk0 -period $clk_period

set non_clock_inputs [all_inputs -no_clocks]
set_input_delay [expr $clk_period * $clk_io_pct] -clock clk0 $non_clock_inputs
set_output_delay [expr $clk_period * $clk_io_pct] -clock clk0 [all_outputs]
```
`flow/design.v`:
```
module alu_controller(aluop, inst30, func3, aluctrl);
	input[1:0] aluop;
	input inst30;
	input[2:0] func3;
	output reg [3:0] aluctrl;
	always @ (*) begin
		case (aluop)
			2'b00: begin
				aluctrl = 4'b0010;
			end
			2'b01: begin
				aluctrl = 4'b0110;
			end
			2'b10: begin
				case (func3)
				3'b000: aluctrl = {1'b0, inst30, 2'b10};
				3'b111: aluctrl = 4'b0000;
				3'b110: aluctrl = 4'b0001;
				3'b100: aluctrl = 4'b1111;
				3'b101: aluctrl = 4'b1110;
				default: aluctrl = 4'b0000;
				endcase
			end
			2'b11: begin
				if(func3[0]) begin
					aluctrl = 4'b0000;
				end else begin
					aluctrl = 4'b0010;
				end
			end
			default: aluctrl = 4'b0000;
		endcase
	end
endmodule
module controller(opcode, memrd, memtoreg, aluop, memwr, alusrc, regwr);
	input[6:0] opcode;
	output reg memrd, memtoreg, memwr, alusrc, regwr;
	output reg [1:0] aluop;
	always @ (*) begin
		case (opcode)
			7'b0110011: begin
				memrd = 0;
				memtoreg = 0;
				aluop = 2'b10;
				memwr = 0;
				alusrc = 0;
				regwr = 1;
			end
			7'b0100011: begin
				memrd = 0;
				memtoreg = 0;
				aluop = 2'b00;
				memwr = 1;
				alusrc = 1;
				regwr = 0;
			end
			7'b0010011: begin
				memrd = 0;
				memtoreg = 0;
				aluop = 2'b11;  
				memwr = 0;
				alusrc = 1;
				regwr = 1;
			end
			7'b1100111: begin
				memrd = 0;
				memtoreg = 0;
				aluop = 2'b00;
				memwr = 0;
				alusrc = 1;
				regwr = 1;
			end
			7'b0000011: begin
				memrd = 1;
				memtoreg = 1;
				aluop = 2'b00;
				memwr = 0;
				alusrc = 1;
				regwr = 1;
			end
			default: begin
				memrd = 0;
				memtoreg = 0;
				aluop = 2'b00;
				memwr = 0;
				alusrc = 0;
				regwr = 0;
			end
		endcase
	end
endmodule
module immGen(inst_in, imm_out, rs1, rs2, rd, func3);
	input [31:0] inst_in;
	output reg [31:0] imm_out;
	output [4:0] rs1, rs2;
	output reg [4:0] rd;
	output [2:0] func3;
	wire[6:0] opcode = inst_in[6:0];
	assign func3 = inst_in[14:12];
	assign rs1 = inst_in[19:15];
	assign rs2 = inst_in[24:20];
	wire[6:0] func7 = inst_in[31:25];
	wire[6:0] imm11_5 = func7;
	wire[11:0] imm11_0 = inst_in[31:20];
	wire[4:0] imm4_0 = inst_in[11:7];
	wire imm12 = inst_in[31];
	wire[5:0] imm10_5 = inst_in[30:25];
	wire[3:0] imm4_1 = inst_in[11:8];
	wire imm11 = inst_in[7];
	always @ (*) begin
		case (opcode)
			7'b0100011: begin
				imm_out = {{19{imm11_5[6]}}, imm11_5, imm4_0};
				rd = 32'b0;
			end
			7'b1100011: begin
				imm_out = {{20{imm12}}, imm11, imm10_5, imm4_1, 1'b0};
				rd = inst_in[11:7];
			end
			default: begin
				imm_out = {{20{imm11_0[11]}}, imm11_0};
				rd = inst_in[11:7];
			end
		endcase
	end
endmodule
module inst_decode(inst1, inst2, rs1_1, rs2_1, rd_1, imm1, aluctrl1, memrd1, memtoreg1, memwr1, alusrc1, regwr1,
                                 rs1_2, rs2_2, rd_2, imm2, aluctrl2, memrd2, memtoreg2, memwr2, alusrc2, regwr2);
	input[31:0] inst1, inst2;
	output[31:0] imm1, imm2;
	output[4:0] rs1_1, rs1_2, rs2_1, rs2_2, rd_1, rd_2;
	output memrd1, memrd2, memtoreg1, memtoreg2, memwr1, memwr2, alusrc1, alusrc2, regwr1, regwr2;
	output[3:0] aluctrl1, aluctrl2;
	wire[1:0] aluop1, aluop2;
	wire[2:0] func3_1, func3_2;
	controller inst1_ctrl(inst1[6:0], memrd1, memtoreg1, aluop1, memwr1, alusrc1, regwr1);
	controller inst2_ctrl(inst2[6:0], memrd2, memtoreg2, aluop2, memwr2, alusrc2, regwr2);
	immGen inst1_immGen(inst1, imm1, rs1_1, rs2_1, rd_1, func3_1);
	immGen inst2_immGen(inst2, imm2, rs1_2, rs2_2, rd_2, func3_2);
	wire [3:0] alu_ctrl_out1, alu_ctrl_out2;
	alu_controller inst1_aluctrl(aluop1, inst1[30], func3_1, alu_ctrl_out1);
	alu_controller inst2_aluctrl(aluop2, inst2[30], func3_2, alu_ctrl_out2);
	assign aluctrl1 = inst1 ? alu_ctrl_out1 : 4'b0;
	assign aluctrl2 = inst2 ? alu_ctrl_out2 : 4'b0;
endmodule
```
`flow/run.sh`:
```
#!/bin/bash
# OpenROAD 26Q1-2900-gdf79404cd8, Yosys 0.63+post, stock flow scripts
make -C /OpenROAD-flow-scripts/flow DESIGN_CONFIG=/design/flow/config.mk WORK_HOME=/design/flow/orfs finish
```
==> flow_summary.json <==
{
  "track_usage_pct": 16.6,
  "worstPathRequired_ps": 2160,
  "critPathMostFrequentCell": "clkdlybuf4s50_1",
  "fill_cells": 335,
  "fin_crit_sh_pct": 97.4,
  "slowest_stage": "clkdlybuf4s50_1",
  "simple_gate_area_share_pct": 35.5,
  "drt_pass1_iterations": 4,
  "maxSlewHeadroom_pct": 79.8,
  "core_um2": 4120,
  "overflow": 0,
  "synth_seq_share_pct": 0,
  "startpoint_type": "input port",
  "hp-class": "in2out",
  "grt_pass1_wl_um": 10100,
  "drv_cap": 0,
  "totalWireLength_um": 6740,
  "startpoint": "inst2[31]",
  "topCombFamilyByArea": "buffers and inverters",
  "syn_area_um2": 1230,
  "status": "finished clean",
  "min_period_ps": 2630,
  "finalHoldViolations": 0,
  "placed_area_um2": 2760,
  "ir_drop_mv": 0.0788,
  "hpwlAfterDp_um": 5980,
  "drtAntennaViolNets": 0,
  "crit_type": "in2out",
  "io_pins": 176,
  "warning_count": 33,
  "p_leak_nw": 1.23,
  "ys_sh_xor_pct": 0,
  "yosysChipArea_um2": 1230,
  "power_density_nw_per_um2": 120,
  "post-place-ws_ps": -258,
  "cpLargestDelayFamily": "buffers and inverters",
  "syn_avg_cell_area_um2": 7.34,
  "place_inst": 354,
  "setup_viol": 0,
  "flop_area_um2": 0,
  "path_max_fanout": 2,
  "hold_slack_ps": 1610,
  "n_antenna_cell": 0,
  "ys_sh_mux_pct": 12.3,
  "critPathBufInv": 2,
  "cp.arrival_ps": 2090,
  "port_buffers": 176,
  "flop-count": 0,
  "final_core_util_pct": 70.8,
  "grt_pass1_vias": 1726,
  "endpoint_kind": "output port",
  "area_delta_synth_final_pct": 136,
  "fmax_mhz": 380,
  "ys_types": 32,
  "die_w_um": 86,
  "yosys.area_share.aoi_pct": 6.39,
  "cp.depth": 5,
  "wl_per_cell_um": 18.7,
  "antenna_found_initial": 0,
  "fin_area_um2": 2910,
  "chip_area_um2": 7400,
  "grt_max_degree": 22,
  "synth_warnings": 3,
  "combGateArea_um2": 769,
  "drtIter0Drc": 68,
  "max_stage_delay_ps": 460,
  "rows": 23,
  "yosysCellCount": 168,
  "drc": 0,
  "setup-tns-final_ps": 0,
  "fp.dieH_um": 86,
  "synthCells": 168,
  "place.gp.congestion": 0.888,
  "p_total_mw": 0.351,
  "final_cell_mix": "148 x clkdlybuf4s50_1, 40 x buf_4, 20 x dlygate4sd2_1",
  "fin_ws_ps": 69.5,
  "path_cells": "clkdlybuf4s50_1 > nor4_2 > nand4_1 > o22a_1 > clkdlybuf4s50_1",
  "drive_gt1_share_pct": 23.2,
  "adder_share_pct": 0,
  "worstMarginPinSlew_ps": 301,
  "vias": 1659,
  "fin_cells": 361,
  "n_clock_buffer": 0,
  "crit_path_end": "aluctrl2[1]",
  "maxSlewViolCount": 0,
  "fp_util_pct": 30.0,
  "viasPerCell": 4.60,
  "lay_top_count": "clkdlybuf4s50_1"
}
routing by layer:
| layer | vias up | global-route usage (%) | wire (um) |
|---|---|---|---|
| met4 | 0 | 1.20 | 43 |
| met2 | 94 | 29.8 | 3500 |
| met5 | - | 0 | 0 |
| met1 | 747 | 18.7 | 2420 |
| li1 | 814 | - | - |
| met3 | 4 | 6.39 | 771 |
worst min-delay path by stage:
stage | start | endpoint | cells after the start
final | inst2[12] | aluctrl2[0] | 4
after global routing | inst2[12] | aluctrl2[0] | 4
after CTS | inst2[4] | alusrc2 | 3
cells in the mapped netlist (3+ instances only):
cell type	number	area share, %
and2_1	10	5.1
nand4_1	5	2.5
nor2_1	6	1.8
a21oi_1	4	1.6
buf_4	72	44
nor3_1	3	1.2
nand2_1	3	0.91
inv_1	4	1.2
nor4_1	16	8.1
nor2b_1	7	3.5
mux2_2	5	4.6
mux2_4	5	6.1
nand3b_1	3	1.8
cell type report:
class | count | share of cell area [%]
inverter | 4 | 0.515
timing repair buffer | 217 | 70.9
tap | 50 | 2.15
multi-input combinational | 90 | 26.4
power by group:
part | switching (mW) | internal, mW
combinational | 0.0986 | 0.252
sequential | 0 | 0
clock | 0 | 0
total | 0.0986 | 0.252
repair_timing:
item	4_1_cts	5_1_grt
endpoints found under the setup margin	26	10
buffers inserted	7	0
resized	33	16
hold buffers	0	0
pin swaps	7	7
kinds of logic after synthesis:
kind of cell,Yosys count
buffers and inverters,78
and+or+nand+nor,66
AOI/OAI and AO/OA,12
muxes,12
No activity file was given, so power comes from the tool's default toggle rates.
