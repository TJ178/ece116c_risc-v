<file path="flow/run.sh">
#!/bin/bash
# OpenROAD 26Q1-2900-gdf79404cd8, Yosys 0.63+post, stock flow scripts
make -C /OpenROAD-flow-scripts/flow DESIGN_CONFIG=/design/flow/config.mk WORK_HOME=/design/flow/orfs finish
</file>
<file path="flow/config.mk">
export PLATFORM = sky130hd
export DESIGN_NAME = regFile
export DESIGN_NICKNAME = regFile
export VERILOG_FILES = /design/flow/design.v
export SDC_FILE = /design/flow/constraint.sdc
export NUM_CORES = 4
export LEC_CHECK = 1
export CORE_UTILIZATION = 30
</file>
<file path="flow/constraint.sdc">
current_design regFile

set clk_period 5.9
set clk_io_pct 0.2

create_clock -name clk0 -period $clk_period

set non_clock_inputs [all_inputs -no_clocks]
set_input_delay [expr $clk_period * $clk_io_pct] -clock clk0 $non_clock_inputs
set_output_delay [expr $clk_period * $clk_io_pct] -clock clk0 [all_outputs]
</file>
<file path="flow/design.v">
module regFile(rd_reg1, rd_reg2, rd_reg3, rd_reg4, rd_reg5, rd_reg6, 
					wr_reg1, wren_reg1, wr_reg2, wren_reg2, wr_reg3, wren_reg3, 
					wr_d1, wr_d2, wr_d3, 
					rd_d1, rd_d2, rd_d3, rd_d4, rd_d5, rd_d6);
	input [5:0] rd_reg1, rd_reg2, rd_reg3, rd_reg4, rd_reg5, rd_reg6, wr_reg1, wr_reg2, wr_reg3;
	input wren_reg1, wren_reg2, wren_reg3;
	input [31:0] wr_d1, wr_d2, wr_d3;
	output [31:0] rd_d1, rd_d2, rd_d3, rd_d4, rd_d5, rd_d6;
	reg [31:0] registerFile [0:63];
	initial begin
		for(integer i = 0; i < 64; i++) begin
			registerFile[i] = 32'b0;
		end
	end
	assign rd_d1 = registerFile[rd_reg1];
	assign rd_d2 = registerFile[rd_reg2];
	assign rd_d3 = registerFile[rd_reg3];
	assign rd_d4 = registerFile[rd_reg4];
	assign rd_d5 = registerFile[rd_reg5];
	assign rd_d6 = registerFile[rd_reg6];
	always @ (*) begin
		if (wren_reg1 && wr_reg1 != 0) begin
			registerFile[wr_reg1] = wr_d1;
		end
		if (wren_reg2 && wr_reg2 != 0) begin
			registerFile[wr_reg2] = wr_d2;
		end
		if (wren_reg3 && wr_reg3 != 0) begin
			registerFile[wr_reg3] = wr_d3;
		end
		registerFile[0] = 32'b0;
	end
endmodule
</file>
==> flow_metrics.env <==
# physical design summary
export IMPL_grt_util_all_layers=1.173
export IMPL_first_global_vias=319467
export IMPL_ys_warn_count=7940
export IMPL_die_x_um=754.4
export IMPL_die_height_um=754.4
export IMPL_rows=275
export IMPL_place_congestion=1.697
export IMPL_postSynthCellCount=23969
export IMPL_numPortBuffers=345
export IMPL_async_reset_ff_frac=0
export IMPL_grt_max_degree=64
export IMPL_unconstrained_endpoints=2016
export IMPL_yosys_stat_cells=23969
export IMPL_gr_total_overflow=82059
export IMPL_yosys_area_um2=169800
export IMPL_synth_seq_cells=2016
export IMPL_avgSynthCellArea_um2=7.085
export IMPL_syn_cell_area_um2=169800
export IMPL_edf_count=0
export IMPL_synth_main_ff_cell="dlxtn_1"
export IMPL_fp_utilization=0.3021
export IMPL_unclocked_regs=2016
export IMPL_grt_pass1_wl_um=4249000
export IMPL_ios=345
export IMPL_hold_buffers=0
export IMPL_firstError="[ERROR GRT-0116] Global routing finished with congestion. Check the congestion regions in the DRC Viewer."
export IMPL_status="stopped before the end"
export IMPL_dp_hpwl_um=2472000
export IMPL_ys_types=83
export IMPL_stop_stage="global routing"
stage by stage:
stage               setup slack, ns  utilization  cell area (um^2)  hold WS [ns]  std cells
global placement             -1.074       0.3897            219100         3.752      32647
detailed placement          -0.9863       0.3898            219100         3.748      32649
floorplan                     1.740            -            169800         2.774      23969
CTS                      -0.0007159       0.3924            220600         3.662      32728
metal layers:
layer / GRT overflow / global-route usage
met4: 8463 / 1.098
met3: 13974 / 1.111
met2: 39322 / 1.326
met5: 1281 / 1.014
met1: 19019 / 1.125
kinds of logic after synthesis:
kind of cell | count (synthesis) | share of synthesized area
AOI/OAI and AO/OA | 10205 | 0.4413
buffers and inverters | 3073 | 0.07351
latches | 2016 | 0.1784
muxes | 2193 | 0.1304
and+or+nand+nor | 6482 | 0.1766
timing repair:
action	CTS
setup endpoints to repair	139
setup buffers	81
pin swaps	44
gates resized	136
cell usage after synthesis, drive strengths merged (17+ instances only):
cell	count	area share
o211ai	32	0.0014
or4	33	0.0015
nor2	2340	0.052
nand4	820	0.030
o32ai	17	0.00088
nand2b	38	0.0014
a221oi	57	0.0029
a221o	24	0.0014
mux2i	2081	0.12
nand4bb	31	0.0021
nor4	247	0.0092
and2	24	0.00088
clkbuf	2102	0.046
mux2	108	0.0072
o22ai	18	0.00066
nand3	337	0.0099
a22oi	5185	0.23
a22o	179	0.0092
and3	107	0.0039
a2111oi	34	0.0018
nor4b	18	0.00097
a211oi	1626	0.072
a222oi	92	0.0054
nand4b	25	0.0017
a21o	1632	0.072
a21oi	345	0.010
buf	959	0.027
a2bb2oi	40	0.0021
dlxtn	2016	0.18
nand2	1871	0.041
nor3	416	0.013
nor2b	48	0.0018
and3b	18	0.00093
and4	29	0.0015
or4b	27	0.0016
a32oi	157	0.0081
o21ai	701	0.021
